==> flow/design.v <==
module sv_uart_engine
#(
  parameter int DATA_WIDTH = 24 ,  
  parameter int RX_PIPE = 5  
)
(
  input  logic                  iclk          ,
  input  logic                  irst          ,
  output logic [DATA_WIDTH-1:0] m_axis_tdata  ,
  output logic                  m_axis_tvalid ,
  input  logic                  m_axis_tready ,
  input  logic [DATA_WIDTH-1:0] s_axis_tdata  ,
  input  logic                  s_axis_tvalid ,
  output logic                  s_axis_tready ,
  input  logic           [15:0] idivider      ,
  output logic                  otx           ,
  input  logic                  irx           
);
  localparam int WORD_WIDTH = 8;
  localparam int STOP_BITS  = 1;
  localparam int WORDS_NUM  = DATA_WIDTH/WORD_WIDTH;
  logic                  tx__iclk          ;
  logic                  tx__irst          ;
  logic [WORD_WIDTH-1:0] tx__s_axis_tdata  ;
  logic                  tx__s_axis_tvalid ;
  logic                  tx__s_axis_tready ;
  logic           [15:0] tx__idivider      ;
  logic                  tx__otx           ;
  logic                  rx__iclk          ;
  logic                  rx__irst          ;
  logic [WORD_WIDTH-1:0] rx__m_axis_tdata  ;
  logic                  rx__m_axis_tvalid ;
  logic                  rx__m_axis_tready ;
  logic           [15:0] rx__idivider      ;
  logic                  rx__irx           ;
  logic          [WORDS_NUM-1:0] tx_busy;
  logic                          busy;
  logic                          val_data;
  logic         [DATA_WIDTH-1:0] tx_dat;
  always_ff@(posedge iclk) begin
    if (irst)
      tx_busy <= 1'b0;
    else if (s_axis_tvalid && s_axis_tready)
      tx_busy <= '1;
    else if (tx__s_axis_tvalid && tx__s_axis_tready)
      tx_busy <= tx_busy << 1 | 1'b0;
    if (irst)
      busy <= 1'b0;
    else if (s_axis_tvalid && ~busy)
      busy <= 1'b1;
    else if ((tx_busy == 'd0) && tx__s_axis_tready)
      busy <= 1'b0;
    if (irst)
      tx_dat <= '0;
    if (s_axis_tvalid && s_axis_tready)
      tx_dat <= s_axis_tdata;
    else if (busy && (tx_busy != 'd0) && tx__s_axis_tready && tx__s_axis_tvalid)
      tx_dat <= tx_dat << 8 | 8'h00;
    val_data <= busy && (tx_busy != 'd0);
  end
  assign m_axis_tdata = rx__m_axis_tdata;
  assign m_axis_tvalid = rx__m_axis_tvalid;
  assign s_axis_tready = ~busy;
  always_ff@(posedge iclk) begin
    otx <= tx__otx;
  end
  assign rx__iclk          = iclk;
  assign rx__irst          = irst;
  assign rx__m_axis_tready = m_axis_tready;
  assign rx__idivider      = idivider;
  assign rx__irx           = irx;
  assign tx__iclk          = iclk;
  assign tx__irst          = irst;
  assign tx__s_axis_tdata  = tx_dat[$high(tx_dat):$high(tx_dat)-7];
  assign tx__s_axis_tvalid = val_data;
  assign tx__idivider      = idivider;
  sv_uart_rx
  #(
    . DATA_WIDTH    (WORD_WIDTH              ) ,
    . IN_PIPE       (RX_PIPE                 ) 
  )
  rx__
  (
    .iclk           (rx__iclk               ) ,
    .irst           (rx__irst               ) ,
    .m_axis_tdata   (rx__m_axis_tdata       ) ,
    .m_axis_tvalid  (rx__m_axis_tvalid      ) ,
    .m_axis_tready  (rx__m_axis_tready      ) ,
    .idivider       (rx__idivider           ) ,
    .irx            (rx__irx                ) 
  );
  sv_uart_tx
  #(
    . DATA_WIDTH    (WORD_WIDTH             ) ,
    . STOP_BITS     (STOP_BITS              ) 
  )
  tx__
  (
    .iclk           (tx__iclk               ) ,
    .irst           (tx__irst               ) ,
    .s_axis_tdata   (tx__s_axis_tdata       ) ,
    .s_axis_tvalid  (tx__s_axis_tvalid      ) ,
    .s_axis_tready  (tx__s_axis_tready      ) ,
    .idivider       (tx__idivider           ) ,
    .otx            (tx__otx                ) 
  );
endmodule
module sv_uart_rx
#(
  parameter int DATA_WIDTH = 8 ,
  parameter int IN_PIPE    = 5 
)
(
  input  logic                  iclk          ,
  input  logic                  irst          ,
  output logic [DATA_WIDTH-1:0] m_axis_tdata  ,
  output logic                  m_axis_tvalid ,
  input  logic                  m_axis_tready ,
  input  logic           [15:0] idivider      ,
  input  logic                  irx           
);
  logic               [2:0] metastab = '0;
  logic       [IN_PIPE-1:0] frx      = '0;
  logic                     true_rx  = '0;
  logic                     dtrue_rx = '0;
  logic                     ena      = '0;
  logic                     clk_ena  = '0;
  logic                     fall_rx  = '0;
  logic                     eop      = '0;
  logic              [15:0] cnt      = '0;
  logic               [3:0] cnt_pack = '0;
  logic               [7:0] freg     = '0;
  always_ff@(posedge iclk) begin
    metastab <= metastab << 1 | irx;
    frx <= frx << 1 | metastab[2];
    if (&frx)             true_rx <= 1'b1;
    else if (frx == 'd0)  true_rx <= 1'b0;
    dtrue_rx <= true_rx;
  end
  always_ff@(posedge iclk) begin
    fall_rx <= dtrue_rx & ~true_rx;
  end
  always_ff@(posedge iclk) begin
    if (fall_rx)       ena <= 1'b1;
    else if (eop)      ena <= 1'b0;
    if (irst)          cnt <= '0;
    else if (clk_ena)  cnt <= '0;
      else if (~ena)   cnt <= '0;
        else if (ena)  cnt <= cnt + 1'b1;
    if (cnt_pack == 0)
      clk_ena <= (cnt == (idivider >> 2)-2) && ena;
    else
      clk_ena <= (cnt == idivider-2) && ena;
    if (irst)                  cnt_pack <= '0;
    else if (~ena)             cnt_pack <= '0;
      else if (ena & clk_ena)  cnt_pack <= cnt_pack + 1'b1;
    eop <= (cnt_pack == 4'd8) & ena & clk_ena;  
  end
  always_ff@(posedge iclk) begin
    if (clk_ena)  freg <= {true_rx, freg[7:1]};
  end
  always_ff@(posedge iclk) begin
    m_axis_tvalid <= eop && m_axis_tready;
    if (irst)
      m_axis_tdata <= '0;
    else if (m_axis_tready && eop)
      m_axis_tdata <= freg;
  end
endmodule
module sv_uart_tx
#(
  parameter int DATA_WIDTH = 8 ,
  parameter int STOP_BITS  = 1 
)
(
  input  logic                  iclk          ,
  input  logic                  irst          ,
  input  logic [DATA_WIDTH-1:0] s_axis_tdata  ,
  input  logic                  s_axis_tvalid ,
  output logic                  s_axis_tready ,
  input  logic           [15:0] idivider      ,
  output logic                  otx           
);
  localparam int INT_WIDTH = DATA_WIDTH + STOP_BITS + 1;
  logic                       clk_ena  = '0;
  logic                [15:0] baud_gen = '0;
  logic                 [4:0] cnt      = '0;
  logic       [INT_WIDTH-1:0] freg     = '0;
  logic       [STOP_BITS-1:0] stopbits = '1;
  enum logic [1:0] {
    ST_WAIT = 2'd0,
    ST_SOP  = 2'd1,
    ST_DAT  = 2'd2,
    ST_EOP  = 2'd3
  } ST;
  always_ff@(posedge iclk) begin
    if (irst)                  baud_gen <= '0;
    else if (clk_ena)          baud_gen <= '0;
      else if (ST != ST_WAIT)  baud_gen <= baud_gen + 1'b1;
    clk_ena <= (baud_gen == idivider-1);
  end
  always_ff@(posedge iclk) begin
    if (irst)  ST <= ST_WAIT;
    else case (ST)
      ST_WAIT : if (s_axis_tvalid)                  ST <= ST_SOP;
      ST_SOP  : if (clk_ena)                        ST <= ST_DAT;
      ST_DAT  : if (cnt == INT_WIDTH-2 && clk_ena)  ST <= ST_EOP;
      ST_EOP  : if (clk_ena)                        ST <= ST_WAIT;
      default : ST <= ST_WAIT;
    endcase
  end
  always_ff@(posedge iclk) begin
    if (ST == ST_SOP)                    cnt <= '0;
    else if (clk_ena)                    cnt <= cnt + 1'b1;
    if (s_axis_tvalid && s_axis_tready)  freg <= {stopbits, s_axis_tdata, 1'b0};  
    else if (clk_ena)                    freg <= freg >> 1;
  end
  assign s_axis_tready = (ST == ST_WAIT);
  always_ff@(posedge iclk) begin
    if ((cnt > INT_WIDTH-2) || (ST == ST_WAIT))
      otx <= 1'b1;
    else if (clk_ena)
      otx <= freg[$low(freg)];
  end
endmodule
==> flow/run.sh <==
#!/bin/bash
# OpenROAD 26Q1-2900-gdf79404cd8, Yosys 0.63+post, stock flow scripts
make -C /OpenROAD-flow-scripts/flow DESIGN_CONFIG=/design/flow/config.mk WORK_HOME=/design/flow/orfs finish
==> flow/config.mk <==
export PLATFORM = sky130hd
export DESIGN_NAME = sv_uart_engine
export DESIGN_NICKNAME = sv_uart_engine
export VERILOG_FILES = /design/flow/design.v
export SDC_FILE = /design/flow/constraint.sdc
export NUM_CORES = 4
export LEC_CHECK = 1
export CORE_UTILIZATION = 40
==> flow/constraint.sdc <==
current_design sv_uart_engine

set clk_period 8.1
set clk_io_pct 0.2

create_clock -name clk0 -period $clk_period [get_ports {iclk}]

set non_clock_inputs [all_inputs -no_clocks]
set_input_delay [expr $clk_period * $clk_io_pct] -clock clk0 $non_clock_inputs
set_output_delay [expr $clk_period * $clk_io_pct] -clock clk0 [all_outputs]
==> reports/qor.yml <==
synthTopCellsByCount: "sky130_fd_sc_hd__dfxtp_1 (76), sky130_fd_sc_hd__nand2_1 (69), sky130_fd_sc_hd__nor2_1 (61), sky130_fd_sc_hd__xnor2_1 (41)"
via_per_inst: 5.07
synth_sequential_area_ratio: 0.456
hold_viol_final: 0
rsz0062_at_grt: "no"
worst_ep_required_time_ns: 8.42
grt_max_degree: 27
critical_path.reg2reg.startpoint: "rx__.cnt_pack[0]"
max_cap_violations: 0
post_synth_num_cell_types: 55
worst_hold_startpoint: "rx__.metastab[2]"
cts_resized: 0
floorplan.initialDensity: 0.411
timing.critical_path.buf_inv: 1
status: "finished clean"
synth-seq-cells: 116
switching_power_uw: 389
log.warning_count: 32
synthDominantCellAreaShare: 0.255
critical_path_startpoint_category: "input port"
diodes: 0
critical_path.endpoint_type: "flip-flop"
ant_nets: 0
io_buffer_count: 55
clock_share_of_power: 0.457
post_synth_instance_area_sq_um: 5970
mux_area_frac: 0.0218
pwr_density_nw_per_um2: 223
critical_path.max_fanout: 14
netlist.top_cell.by_instances: "sky130_fd_sc_hd__dfxtp_1"
layout-area-overhead-vs-synth_pct: 20.4
average_wire_per_cell_in_the_routed_design_um: 14.0
ctsRootBufferMaster: "sky130_fd_sc_hd__clkbuf_16"
dpl.hpwl_um: 8630
syn_avg_cell_area_sq_um: 9.30
max_freq_mhz: 223
detailedRoute.firstPassIterationCount: 6
maxSlewHeadroom: 0.527
postRouteWirelength_um: 12300
clock_net_sink_count: 116
layoutNonFillerInstCount: 884
fin_skew_ns: 0.00619
enable_flop_cells: 40
number_of_global_route_vias_before_repair: 4147
hold_class: "flip-flop to flip-flop"
tritoncts: "done"
synth.top_cells.by_area: "sky130_fd_sc_hd__dfxtp_1 (25%), sky130_fd_sc_hd__edfxtp_1 (20%), sky130_fd_sc_hd__xnor2_1 (6.0%)"
yosys_area_sq_um: 5970
post-route-util: 0.494
die_area_sq_um: 15400
timing.final.crit_period_ns: 4.48
std_cell_rows: 44
report.final.setup_viol: 0
buffer_levels_on_the_longest_clock_path: 2
ys_sh_xor: 0.119
layout_cell_share_with_drive_strength_beyond_1: 0.0743
drt_first_iter_violations: 231
setup.worst_path.class: "input port to flip-flop"
synth_area_leader_cell: "sky130_fd_sc_hd__dfxtp_1"
ys_async_sr_fraction: 0
flop_cell: "sky130_fd_sc_hd__dfxtp_1"
pin_count: 72
core_area_sq_um: 14500
tns_ns: 0
cp_top_delay_family: "simple AND/OR/NAND/NOR gates"
combPwrFrac: 0.124
synthAdderAreaFrac: 0.0314
htree_levels: 4
cts.repair_timing.setup_buffer_count: 0
stdcell_area_sq_um: 7190
antenna_found_initial: 0
cts.reportedPaths.clkPinSlew_ns: 0.05
synthSimpleGateAreaFrac: 0.210
sequentialPowerShare: 0.419
internal_power_uw: 1210
placed_cells: 852
timing_worst_slew_pin_value_ns: 0.702
wire_length_of_the_first_global_routing_pass_um: 20100
cp_launch_point: "idivider[9]"
compound_share_synth: 0.104
fillCellCount: 1317
final_worst_path_period_share: 0.553
yosysWarningCount: 3
synth_stat.cells: 642
final_max_slew_violation_tally: 0
post_synth_main_logic_family: "simple AND/OR/NAND/NOR gates"
ctsHoldBuffers: 0
syn_inst: 642
global_route.usage.total: 0.172
power.share.switching: 0.243
cellLeakagePower_uw: 0.00264
post-route-drc-count: 0
irDropWorstVdd_uv: 136
crit_path_max_incr_delay_ns: 0.67
die-width_um: 124
last_weighted_congestion_value_of_the_routability_driven_placer: 0.865
vias: 4483
placement.cell_area_sq_um: 6590
clkLatencyLatePin_ns: 0.41
crit_arrival_ns: 4.80
critical-path-slowest-cell: "sky130_fd_sc_hd__clkdlybuf4s50_1"
grt_overflow_total: 0
crit_top_cell: "sky130_fd_sc_hd__or4_4"
fp.dieH_um: 124
cts_buffers: 17
critical_path.cell_chain: "clkdlybuf4s50_1 -> or4_4 -> or4_4 -> or4_4 -> o211ai_2 -> o211ai_1 -> or4_1 -> nor4_2"
placed cells by master, fill, tap and decap left out, drive strengths merged, types with 7 or more instances in the layout:
cell           count
dfxtp             76
nand2             69
nor2              61
clkdlybuf4s50     55
xnor2             41
xor2              40
edfxtp            40
nand3             23
a21oi             23
inv               21
clkbuf            20
o21ai             19
a22o              16
conb              16
nand4             15
ha                15
and2              14
mux2i             13
nor3              11
nor4              10
or3                8
a31oi              8
and3               8
or4                8
clkinv             7
area by class of cell:
cell class	count	area [sq um]	share of cell area
clock buffer	20	467	0.0649
clock inverter	12	129	0.0179
inverter	21	78.8	0.0110
multi-input combinational	470	2960	0.412
sequential	116	2720	0.379
tap	184	230	0.0320
timing repair buffer	61	596	0.0829
kinds of logic after synthesis:
logic type      after synthesis
xor+xnor                     81
fa+ha+maj                    15
other cells                   1
mux                          13
compound gates               93
flops                       116
simple gates                252
buf+inv                      71
power groups by stage:
stage / registers (uW) / logic, uW / clock network, uW
5_1_grt: 675 / 220 / 778
4_1_cts: 670 / 200 / 749
6_report: 670 / 198 / 732
per-layer routing:
metal,vias to the layer above,global-route usage,share of wire
met5,-,0,0
met4,0,0.0327,0.013
met3,8,0.0364,0.045
met2,96,0.259,0.46
met1,2086,0.265,0.48
li1,2293,-,-
metrics by stage:
stage	power [uW]	hold WS (ns)	worst slack, ns
after detailed placement	880	0.312	3.23
after CTS	1620	0.325	3.64
after floorplan	823	0.310	3.88
after global placement	874	0.315	3.26
after global routing	1670	0.336	3.51
final	1600	0.325	3.62
worst paths after layout:
| kind | end | slack [ns] | depth (start not counted) |
|---|---|---|---|
| setup reg to reg | rx__.clk_ena | 5.21 | 8 |
| hold / removal | rx__.frx[0] | 0.32 | 0 |
| hold reg to reg | rx__.frx[0] | 0.32 | 0 |
| setup / recovery | rx__.clk_ena | 3.62 | 8 |
sequential cells by signal (all words and copies together), names as in the netlist, 4 cells and up:
name and flops:
rx__.m_axis_tdata 8, tx__.cnt 5, rx__.cnt 16, tx_dat 24, tx__.baud_gen 16, tx__.freg 10
rx__.freg 8, rx__.frx 5, rx__.cnt_pack 4
Power figures rest on the tool's default switching activity, not on a simulated workload.
